File: design.v
module BANCO_REG(clock, reg_write, reg_leitura1, reg_leitura2, 
					  reg_escrita, escreve_dado, dado1, dado2);
	input clock;
	input reg_write;
	input [5:0] reg_leitura1;  
	input [5:0] reg_leitura2;  
	input [5:0] reg_escrita;  
	input [31:0] escreve_dado;  
	output [31:0] dado1;  
	output [31:0] dado2;  
	reg [31:0] regs [63:0];
	initial begin
		integer i;
		for (i = 2; i < 61; i = i + 1) begin
			regs[i] = 0;
		end
		regs[0] = 0;
		regs[1] = 9000;
		regs[61] = 1;
		regs[62] = 1; 
		regs[63] = 0;
	end
	always @  (negedge clock) 
	begin
		if (reg_write == 1)  
		begin
			regs[reg_escrita] = escreve_dado;
		end
	end
	assign dado1 = regs[reg_leitura1];
	assign dado2 = regs[reg_leitura2];
endmodule 
module ULA(A, B, enable, controle_ULA, ZERO, saida);
input [31:0] A;
input [31:0] B;
input enable;  
input [3:0] controle_ULA;
output reg ZERO;
output reg [31:0] saida;
always @ (*)
begin
	if(enable == 1)
	begin
		case (controle_ULA)
       4'b0000: saida= A & B;  
		 4'b0001: saida= A | B;  
		 4'b0010: saida= A + B;  
		 4'b0011: saida= A - B;  
		 4'b0100: saida= A * B;  
		 4'b0101: saida= A / B;  
		 4'b0110: saida= A >> B[4:0];  
		 4'b0111: saida= A << B[4:0];  
		 4'b1000: saida= ~(A | B);  
		 4'b1001: saida= (A == B)? 32'd0 : 32'd1;  
		 4'b1010: saida= (A < B)? 32'd0 : 32'd1;  
		 4'b1011: saida= (A > B)? 32'd0 : 32'd1;  
		 4'b1100: saida= (A != B)? 32'd0 : 32'd1;  
		 4'b1101: saida= (A < B)? 32'd1 : 32'd0;  
		 4'b1110: saida= (A > B)? 32'd1 : 32'd0;  
		 default: saida= 32'd0;  
	endcase
		if(saida == 32'd0)
		begin
				ZERO = 1'b1;
		end	
		else
		begin
				ZERO = 1'b0;
		end
	end
	else
	begin
		saida = 32'd0;
		ZERO = 1'b0;
	end
end	
endmodule 
module ULA_controle(AluOP, funct, sinal_controle);
input [3:0] AluOP;
input [3:0] funct;
output reg [3:0] sinal_controle;
always @ (*)
begin
	case(AluOP)
		4'b0000: sinal_controle = 2; 
		4'b0001:  
			begin
				case (funct)
					4'b0000: sinal_controle = 0;  
					4'b0001: sinal_controle = 1;  
					4'b0010: sinal_controle = 2;  
					4'b0011: sinal_controle = 3;  
					4'b0100: sinal_controle = 4;  
					4'b0101: sinal_controle = 5;  
					4'b0110: sinal_controle = 6;  
				   4'b0111: sinal_controle = 7;  
					4'b1000: sinal_controle = 8;  
					4'b1001: sinal_controle = 15;  
					default: sinal_controle = 15; 
				endcase
			end
		4'b0010: sinal_controle = 9; 
		4'b0011: sinal_controle = 10; 
		4'b0100: sinal_controle = 11; 
		4'b0101: sinal_controle = 12; 
		4'b0110: sinal_controle = 0; 
		4'b0111: sinal_controle = 1; 
		4'b1000: sinal_controle = 2; 
		4'b1001: sinal_controle = 3; 
		4'b1010: sinal_controle = 13; 
		4'b1011: sinal_controle = 14; 
		default: sinal_controle = 15; 
	endcase
end	
endmodule 
module integra(input clock, reg_write, enable,
					input [3:0] AluOP,
					input [3:0] funct,
					input [5:0] rs,  
					input [5:0] rt,  
					input [5:0] rd,  
					output ZERO,
					output [31:0] out_integra);
wire [3:0] sinal_aux;
wire [31:0] aux_saida_ULA;
wire [31:0] dado1, dado2;
ULA_controle Chamada1(.AluOP(AluOP), .funct(funct), .sinal_controle(sinal_aux));
ULA Chamada2(.A(dado1), .B(dado2), .enable(enable), .controle_ULA(sinal_aux), 
             .ZERO(ZERO), .saida(aux_saida_ULA));
BANCO_REG Chamada3(.clock(clock), .reg_write(reg_write), .reg_leitura1(rs), 
          .reg_leitura2(rt), .reg_escrita(rd), .escreve_dado(aux_saida_ULA), 
			 .dado1(dado1), .dado2(dado2));
assign out_integra = aux_saida_ULA;
endmodule 
File: run.sh
#!/bin/bash
# OpenROAD 26Q1-2900-gdf79404cd8, Yosys 0.63+post, stock flow scripts
make -C /OpenROAD-flow-scripts/flow DESIGN_CONFIG=/design/flow/config.mk WORK_HOME=/design/flow/orfs finish
File: config.mk
export PLATFORM = sky130hd
export DESIGN_NAME = integra
export DESIGN_NICKNAME = integra
export VERILOG_FILES = /design/flow/design.v
export SDC_FILE = /design/flow/constraint.sdc
export NUM_CORES = 4
export LEC_CHECK = 1
export CORE_UTILIZATION = 30
File: constraint.sdc
current_design integra

set clk_period 273.1
set clk_io_pct 0.2

create_clock -name clk0 -period $clk_period [get_ports {clock}]

set non_clock_inputs [all_inputs -no_clocks]
set_input_delay [expr $clk_period * $clk_io_pct] -clock clk0 $non_clock_inputs
set_output_delay [expr $clk_period * $clk_io_pct] -clock clk0 [all_outputs]
==> flow report <==
GLOBAL ROUTE
---------------------------------------------------------------------------------
All-layer global routing usage                                              27.0%
Antenna violations before repair                                               63
Wire length of the first global-routing pass                            884000 um
GRT overflow                                                                    0
Vias in the first global route                                             123313
Largest net degree at the start of global routing                              74

YOSYS
---------------------------------------------------------------------------------
Adders+Majority by Area                                                     12.1%
Dominant cell area share                                                    42.2%
Most frequently used cell type in the post-synthesis netlist             edfxtp_1
Number of standard cells reported by yosys                                  11698
Most frequent cells after synthesis                                  2048 x edfxtp_1, 1026 x mux4_2, 1001 x nand2_1
Synth logic family                                                   multiplexers
Share of the synthesized netlist area taken by xor and xnor gates           2.50%
Share of synthesized cell area in and-or and or-and compound cells          10.0%
Gate Count Post-Synth                                                       11698
Number of warning messages in the yosys log                                     3
Dominant Register Cell                                                   edfxtp_1
Mean cell area of the mapped netlist                                     12.5 um2
Post-Syn Area                                                          146000 um2
Post-synth top area cell                                                 edfxtp_1
Largest cells by area                                                edfxtp_1 42%, mux4_2 16%, ha_1 6.5%
Multiplexer share of the synthesized area                                   20.1%
Post-synthesis async set-or-reset flop share                                   0%
Simple share                                                                9.15%
Unique masters post-synth                                                     111
Area of the synthesized netlist per yosys stat                         146000 um2
Sequential area share after synthesis                                       42.2%
Synth flops                                                                  2048
Number of flops mapped to enable cells by yosys                              2048

FLOW RUN
---------------------------------------------------------------------------------
OpenROAD warning count                                                       1097
Maximum capacitance violations                                                  1

CLOCK TREE
---------------------------------------------------------------------------------
Maximum buffer depth of the clock tree                                          3
Number of clock sinks seen by CTS                                            2048
CTS H-Tree Depth                                                                4
Cell at the root of the clock tree                                      clkbuf_16
Clock transition at the registers of the reported paths                     30 ps
Total CTS buffers                                                             214
Insertion delay at the late pin of the worst-skew pair                     860 ps
Hold buffer count at CTS                                                        0
TritonCTS clock tree                                                        built

FLOORPLAN
---------------------------------------------------------------------------------
Pre-Place Util                                                              30.2%
IO Count                                                                       62
Chip width                                                                 699 um
Placement Rows                                                                255
Die area                                                               489000 um2
Overall die height                                                         699 um
Core area                                                              483000 um2

LAYOUT
---------------------------------------------------------------------------------
Non-filler cells, final                                                     20824
Fraction of layout cells with a size suffix above 1                         19.2%
Max FFs per register                                                         2048
Tally of filler cells in the layout                                         46040
Area added between synthesis and finish                                     19.9%

STA
---------------------------------------------------------------------------------
Final Hold Violation Tally                                                      0
Total negative setup slack                                                   0 ps
Worst slew margin relative to its limit                                    -5.39%
Worst hold slack                                                          2430 ps
Final setup violation count                                                     0
Transition time at the pin with the least slew margin                     1570 ps
Skew final                                                                53.3 ps
Post-route worst setup slack                                              4390 ps
Final Slew Violations                                                           2

PWR
---------------------------------------------------------------------------------
IR drop worst, VDD                                                     0.000137 V
Cell area power density                                               14.3 nW/um2
Leak                                                                      72.9 nW
Overall power consumption                                                 2.51 mW

DRT
---------------------------------------------------------------------------------
Router iterations before antenna repair                                         9
Total routed wirelength                                                 632000 um
Remaining antenna violation count                                               0
Post-detailed-route wirelength per cell                                   30.4 um
Violation count after the first detailed-route iteration                     9655
Number of vias per cell                                                      5.60
Final routed DRC violation total                                                0
Routed via count                                                           116559

OUTCOME
---------------------------------------------------------------------------------
Run status                                                           complete, but fails checks
Violated checks                                                      max-capacitance violations, max-slew violations

CRITICAL PATH
---------------------------------------------------------------------------------
Crit. End Element                                                      output pin
Kind of start point of the critical path                                flip-flop
Cells on worst reg2reg path                                                   381
Critical Path Max Stage Delay                                              820 ps
Reg-to-reg slack, setup                                                 196720 ps
Critical Path Start                                                  Chamada3.regs[63][8]
Critical path's most frequent cell                                           ha_1
RR Startpoint                                                        Chamada3.regs[63][8]
Biggest fanout along the worst timing path                                     30
Crit Path Category                                                        reg2out
Standard cell with the maximum stage delay on the critical path         a2111oi_4
Critical path arrival                                                   214090 ps
Data required time of the worst path                                    218480 ps

PLACED DESIGN
---------------------------------------------------------------------------------
Instance count after placement with tap cells included                      18306
Worst-case setup slack after placement                                    -994 ps
Placer Congestion                                                            1.05
Final HPWL from detailed placement                                      444000 um
# port buffers                                                                 61

WORST HOLD PATH
---------------------------------------------------------------------------------
Worst Hold Class                                                          reg2reg
Hold Path Origin                                                     Chamada3.regs[22][30]
Cell depth of the worst min-delay path                                         10

[repair_timing]
action / 4_1_cts / 5_1_grt
pin swaps: 1 / 55
resized: 30 / 225
gates cloned: 0 / 5
endpoints found under the setup margin: 66 / 132
setup buffers: 2 / 39
[cells in the final DEF, fill, tap and decap left out, types with 63 or more instances in the layout]
master	instances
inv_1	2805
edfxtp_1	2048
mux4_2	1026
nand2_1	999
buf_4	767
nor2_1	759
ha_1	746
mux2i_1	437
a21oi_1	436
fa_1	410
o21ai_0	313
xnor2_1	269
clkbuf_16	220
nor3_1	217
nand3_1	166
a21o_1	164
o21a_1	161
xor2_1	148
mux2_2	140
a22oi_1	129
nor2b_1	96
nand2b_1	83
a31oi_1	83
nor2_4	79
or3_1	75
o22ai_1	73
nand4_1	71
o211ai_1	66
a211oi_1	65
a221oi_1	63
[cells by family after synthesis]
kind of cell	count (synthesis)
adders and majority gates	1162
DFF	2048
muxes	1617
xor gates and xnor gates	417
buffers and inverters	1382
and+or+nand+nor	2913
AOI/OAI and AO/OA	2159
[critical path, delay by kind of cell (launching register included)]
family | cells | cell delay (ps)
AND-OR/OR-AND | 208 | 40830
AND/OR/NAND/NOR | 103 | 17780
adder cells (fa/ha/maj) | 31 | 9700
buffers and inverters | 35 | 5930
multiplexers | 7 | 2100
flip-flops | 1 | 370
[report_power, final]
group	internal [mW]	switching (mW)	total [mW]	leakage, nW
clock network	0.209	0.200	0.408	14.5
registers	0.396	0.000980	0.397	18.9
logic	0.632	1.07	1.70	39.5
[layer usage]
| layer | global-route usage, % | share of wire, % | up-vias |
|---|---|---|---|
| met5 | 4.98 | 0.50 | - |
| met1 | 28.7 | 32 | 56488 |
| met3 | 20.6 | 17 | 1735 |
| met4 | 15.1 | 6.4 | 108 |
| met2 | 37.9 | 43 | 8116 |
| li1 | - | - | 50112 |
[through the flow]
step / utilization, % / instance area, um2
4_1_cts: 35.9 / 174000
5_1_grt: 36.2 / 175000
6_report: 36.2 / 175000
3_5_place_dp: 32.8 / 159000
2_1_floorplan: - / 146000
3_3_place_gp: 32.8 / 159000
[final cells by class]
cell class                      instances  area (um2)  area share (%)
Multi-Input combinational cell       8269       80500            46.0
Sequential cell                      2048       61500            35.2
Clock inverter                       2224        9280            5.31
Tap cell                             6425        8040            4.60
Timing Repair Buffer                  876        7260            4.15
Clock buffer                          218        5460            3.12
Inverter                              733        2770            1.58
Antenna cell                           31        77.6          0.0444
[path summary, 6_finish.rpt]
check / endpoint
worst max register to register: Chamada3.regs[42][0]
worst max-delay path: ZERO
worst min-delay path: Chamada3.regs[2][2]
worst min register to register: Chamada3.regs[2][2]
No activity file was given, so power comes from the tool's default toggle rates.
