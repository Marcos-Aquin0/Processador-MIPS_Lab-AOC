### /design/flow/config.mk
export PLATFORM = sky130hd
export DESIGN_NAME = instruction_decoder
export DESIGN_NICKNAME = instruction_decoder
export VERILOG_FILES = /design/flow/design.v
export SDC_FILE = /design/flow/constraint.sdc
export NUM_CORES = 4
export LEC_CHECK = 1
export CORE_AREA = 10 10 72 72
export DIE_AREA = 0 0 82 82
### /design/flow/constraint.sdc
current_design instruction_decoder

set clk_period 1.0
set clk_io_pct 0.2

create_clock -name clk0 -period $clk_period [get_ports {clock}]

set non_clock_inputs [all_inputs -no_clocks]
set_input_delay [expr $clk_period * $clk_io_pct] -clock clk0 $non_clock_inputs
set_output_delay [expr $clk_period * $clk_io_pct] -clock clk0 [all_outputs]
### /design/flow/design.v
module instruction_decoder(
    input clock,
    input [31:0] instruction_reg,
    output reg [5:0] opcode,
    output reg [5:0] rs,
    output reg [5:0] rt,
    output reg [5:0] rd,
    output reg [3:0] shamt,
    output reg [3:0] funct,
    output reg [13:0] imediato,
    output reg [25:0] salto
);
always @(posedge clock) begin
    opcode <= instruction_reg[31:26];
    rs <= instruction_reg[25:20];
    rt <= instruction_reg[19:14];
    rd <= instruction_reg[13:8];
    shamt <= instruction_reg[7:4];
    funct <= instruction_reg[3:0];
    imediato <= instruction_reg[13:0];
    salto <= instruction_reg[25:0];
end
endmodule 
### /design/flow/run.sh
#!/bin/bash
# OpenROAD 26Q1-2900-gdf79404cd8, Yosys 0.63+post, stock flow scripts
make -C /OpenROAD-flow-scripts/flow DESIGN_CONFIG=/design/flow/config.mk WORK_HOME=/design/flow/orfs finish
==> results.yml <==
# yosys + openroad results
route:
  drcViolationCount: 0
  wl_microns: 2890
  wl_per_cell_microns: 14.7
  vias: 703
  vias_per_cell: 3.57
  first_pass_iters: 4
  ant_nets: 0
  num_antenna_cells: 0
  drtIter0Drc: 14
worst_setup_path:
  path_class: "flip-flop to output port"
  cp.required_ps: 800
  cp-start-kind: "flip-flop"
  critPathCaptureType: "output port"
  path_max_fanout: 2
  critical_path_arrival_ps: 800
timing:
  fmax_ghz: 0.997
  fin_ws_ps: -2.51
  worstMarginPinSlew_ps: 69.4
  finalHoldViolCount: 0
  fin_crit_sh_pct: 100
  fin_crit_ps: 1000
  maxSlewHeadroom_pct: 95.4
  drv_slew: 0
  setup_violations: 3
  timing.hold.ws_ps: 357
  rsz0062_at_grt: "yes"
clock_tree:
  clk_pin_slew_ps: 60
  cts_tree: "done"
  clock_path_buffers: 2
  h-tree-depth: 2
  clock-sinks: 32
  cts_buffers: 5
  cts-root-buf: "clkbuf_8"
placed_design:
  place.gp.congestion: 0.710
  pre_cts_ws_ps: -32.5
  numPortBuffers: 104
  dp_cells: 184
synth:
  async_flop_share_pct: 0
  yosysSeqAreaShare_pct: 68.1
  top_cell_area_share_pct: 68.1
  synthTopCellsByCount: "buf_4 (40), dfxtp_1 (32)"
  avgSynthCellArea_sq_um: 13.1
  yosysTopAreaCell: "dfxtp_1"
  ys.flops: 32
  edf_count: 0
  yosys_area_sq_um: 941
  top_cells_by_area: "dfxtp_1 (68%), buf_4 (32%)"
  synth_cells: 72
  yosysWarnings: 1
  ys_cells: 72
  synth.cell_area_sq_um: 941
  dominantRegCellSynth: "dfxtp_1"
  synth_cell_types: 2
  yosys.cell_count.top_type: "buf_4"
pwr:
  p_switching_uw: 490
  p_per_area_mw_per_mm2: 1590
  p_clk_share_pct: 36.3
  pwr-share-seq_pct: 52.4
  swShare_pct: 18.4
  p_int_mw: 2.17
  pwr-share-comb_pct: 11.3
  p_leak_nw: 0.791
  peakVddDrop_mv: 0.858
floorplan:
  pin_count: 105
  die_area_sq_mm: 0.00672
  fp_util_pct: 25.5
  die_y_microns: 82
  core-area_sq_mm: 0.00369
  rows: 22
  die_w_microns: 82
global_route:
  use_met3_pct: 4.41
  gr-usage-all-layers_pct: 7.40
  gr-usage-met1_pct: 7.59
  grt_max_degree: 10
  antenna_found_initial: 0
  grt-ovfl-total: 0
  use_met2_pct: 12.9
  grt_pass1_wl_microns: 3930
  busiest_layer: "met2"
  grt_pass1_vias: 751
run:
  tool_warnings: 27
  max_cap_violations: 0
layout:
  instances_no_fill: 197
  comb_cells: 0
  drive_gt1_share_pct: 66.4
  logic_area_sq_um: 0
  syn_to_final_growth_pct: 77.8
hold_path:
  worstHoldPathType: "input pin to flip-flop"
status:
  violations: "negative setup slack"
  outcome: "finished with violations"
[layout by cell type (no fill, tap or decap), drive strengths merged]
cell           count
clkbuf            56
dfxtp             32
clkdlybuf4s15     11
clkdlybuf4s50     32
buf               18
[cell families (layout without fill, tap and decap cells)]
group                  Yosys count  after routing  synth area share [%]
buffers and inverters           40            117                  31.9
flip-flops                      32             32                  68.1
[final timing paths]
kind	startpoint	endpoint	slack, ps	cells past startpoint
min	instruction_reg[19]	salto[19]	360	1
max	salto[10]	imediato[10]	-3	2
[area by class of cell]
type	count	area, sq um
repair buffers	109	848
fillers	356	2020
well taps	48	60.1
clock buffers	8	90.1
flip-flops and latches	32	674
[power groups by stage]
stage	Clock (mW)	Sequential (mW)	Combinational, mW
final	0.965	1.39	0.299
after global routing	1.07	1.40	0.329
after CTS	1.02	1.39	0.360
[state kept, by name, indices dropped and copies added (netlist names)]
register / flops
opcode: 6
salto: 25
rs: 1
[routing by layer]
metal | vias to the layer above | wire length (microns)
li1 | 329 | -
met1 | 312 | 960
met2 | 58 | 1420
met3 | 4 | 494
met4 | 0 | 21
met5 | - | 0
[worst max-delay path, cell delays in order, from the launching register on]
cell,delay (ps)
dfxtp_2,320
buf_6,110
buf_6,100
[metrics by stage]
| step | cell area, sq um | total power [mW] | setup TNS [ps] | utilization [%] |
|---|---|---|---|---|
| 6_report | 1670 | 2.66 | -5.78 | 45.4 |
| 5_1_grt | 1670 | 2.80 | -334 | 45.4 |
| 4_1_cts | 1910 | 2.77 | -213 | 51.8 |
| 3_5_place_dp | 1740 | 1.80 | -380 | 47.2 |
| 3_3_place_gp | 1740 | 1.80 | -146 | 47.2 |
| 2_1_floorplan | 941 | 1.48 | 0 | - |
[what timing repair did]
action | in CTS | in global routing
hold buffers | 0 | 0
setup buffers | 5 | 0
endpoints found under the hold margin | 0 | 0
pin swaps | 0 | 0
resized | 196 | 51
endpoints found under the setup margin | 72 | 59
Power is estimated from default activity; no workload was simulated.
